[/design/flow/design.v]
`timescale 1ns / 1ps
module speedometer(
    input clk,
    input pulse,
    input reset,
    output reg [7:0] out
    );
	 reg [27:0] counter;
	 reg [27:0] pulsecounter;
	 reg [29:0] speed;
always @(posedge clk) begin
       if (reset==0) begin
           if (pulse==1) begin
			       counter=counter+1;
					 pulsecounter=counter;
			  end
			  if (pulse==0) begin
			      counter=0;
				   if (pulsecounter==0) begin
					    out=0;
					end
					if(pulsecounter!=0) begin
					    speed=10000000/pulsecounter;
						 out=speed[7:0];
					end
					end
	end	
				if(reset==1) begin
				counter=0;
				pulsecounter=0;
				out=0;
				end
	end
endmodule
[/design/flow/config.mk]
export PLATFORM = sky130hd
export DESIGN_NAME = speedometer
export DESIGN_NICKNAME = speedometer
export VERILOG_FILES = /design/flow/design.v
export SDC_FILE = /design/flow/constraint.sdc
export NUM_CORES = 4
export LEC_CHECK = 1
export CORE_UTILIZATION = 40
[/design/flow/constraint.sdc]
current_design speedometer

set clk_period 163.7
set clk_io_pct 0.2

create_clock -name clk0 -period $clk_period [get_ports {clk}]

set non_clock_inputs [all_inputs -no_clocks]
set_input_delay [expr $clk_period * $clk_io_pct] -clock clk0 $non_clock_inputs
set_output_delay [expr $clk_period * $clk_io_pct] -clock clk0 [all_outputs]
[/design/flow/run.sh]
#!/bin/bash
# OpenROAD 26Q1-2900-gdf79404cd8, Yosys 0.63+post, stock flow scripts
make -C /OpenROAD-flow-scripts/flow DESIGN_CONFIG=/design/flow/config.mk WORK_HOME=/design/flow/orfs finish
==> results.cfg <==
; implementation run metrics
[logic_synthesis]
yosysWarnings = 1
synth_chip_area_mm2 = 0.0332
yosysCellCount = 4890
synth_cell_types = 105
synth_seq_share_pct = 3.86
numSynthFlops = 64
edf_count = 0
dominantRegCellSynth = dfxtp_1
async_flop_share_pct = 0
synthCells = 4890
syn-mean-instance-area_um2 = 6.80
synth_area_mm2 = 0.0332

[route]
drc = 0
dr.pass1.iters = 6
wl_um = 138000
routed_via_density = 6.36
drtAntennaViolNets = 0
post_drt_wl_per_cell_um = 23.2
drt_iter0_drc = 3470
vias = 37800

[critical_path]
rr_worst_depth = 316
reg2reg_to = out[0]$_SDFFE_PP0N_
cp.required_ps = 163900
critPathArrivalTime_ps = 119590
start_kind = input port
crit_path_frequent_cell = ha_1
rrSetupSlack_ps = 75630
critPathMaxFanout = 35
critPathKind = in -> reg
critPathCaptureType = register
crit_slowest_cell = nor2_1
cp_slowest_stage_delay_ps = 950
timing.rr.start = counter[1]$_SDFF_PP0_

[floorplanning]
dieArea_mm2 = 0.0842
ios = 11
core_mm2 = 0.0821
die_w_um = 290
num_rows = 105
initial_utilization_pct = 40.5
die_h_um = 290

[global_route]
overflow = 0
grt_util_all_layers_pct = 32.1
antenna_found_initial = 3
grt_pass1_vias = 34500
grt_max_degree = 65
grt_pass1_wl_um = 208000

[place]
pre_cts_slack_ps = 46660
gp_congestion = 1.07
port_buffers = 10
place_inst = 5922
dp_hpwl_um = 108000
place_area_mm2 = 0.0350

[clock_network]
ctsHoldBuffers = 0
cts_buffers = 9
ctsResizeCount = 0
cts_max_path_buffers = 2
htree_levels = 3
post_cts_buffers = 0
insertion_delay_ps = 330
clockRootBuffer = clkbuf_16
cts_tree = built
clock-sinks = 64
path_clk_slew_ps = 60

[flow_run]
drv_cap = 0
tool_warnings = 25

[worst_hold_path]
whs_path_depth = 2
min_path_type = reg -> reg
min_to = out[1]$_SDFFE_PP0N_
hp-start = out[1]$_SDFFE_PP0N_

[sta]
period_minus_slack_ps = 119390
setup_ws_ps = 44310
final.period_utilization_pct = 72.9
finClkSkew_ps = 7.23
drv_slew = 0
hold_violations = 0
max_clock_freq_ghz = 0.00838
rsz0062_at_grt = no
setup-violations-final = 0
worst_pin_slew_ps = 1220
slew_headroom_pct = 18.2
tns_ps = 0

[finish]
syn_to_final_growth_pct = 6.16
design_area_mm2 = 0.0353
drive_gt1_share_pct = 7.32
fill_cells = 8536
stdcell_count = 5937

[run_status]
status = finished clean
## state kept, by name, summed over array words and instances, names as in the netlist
| name | flops |
|---|---|
| counter | 28 |
| pulsecounter | 28 |
| out | 8 |
## cells by family after synthesis
group	Yosys count	synth area share [%]
and+or+nand+nor	1840	26.5
AOI/OAI and AO/OA	1698	33.9
adders and majority gates	486	18.3
xor gates and xnor gates	368	9.70
buffers and inverters	309	3.65
muxes	124	4.12
DFF	64	3.86
other	1	0.0113
## metal layers
layer | global-route usage (%) | vias up | share of wire (%)
met2 | 49.7 | 1723 | 43
met3 | 4.97 | 352 | 9.0
met1 | 45.2 | 17300 | 43
met4 | 11.2 | 2 | 4.4
met5 | 0 | - | 0.010
li1 | - | 18400 | -
## cell type report
class,count,area [µm²],share of cell area (%)
clock buffer,11,253,0.716
inverter,148,556,1.57
antenna,1,2.50,0.00709
tap,1070,1340,3.79
timing repair buffer,123,943,2.67
sequential,64,1280,3.63
clock inverter,3,18.8,0.0532
multi-input combinational,4517,30900,87.5
## stage by stage
stage	util (%)	hold slack [ps]
after floorplan	-	401
after global placement	42.6	452
after detailed placement	42.6	453
after CTS	43.0	466
after global routing	43.0	496
final	43.0	463
## worst max-delay path by stage
stage	depth (start not counted)	end	start	slack [ps]
final	315	out[0]$_SDFFE_PP0N_	pulse	44310
after global routing	319	out[0]$_SDFFE_PP0N_	pulse	39010
after CTS	315	out[0]$_SDFFE_PP0N_	pulse	46750
## cells in the final DEF (no fill, tap or decap), types with 18 or more instances in the layout
cell type,n
a211o_1,24
a211oi_1,57
a21o_1,191
a21oi_1,442
a311oi_1,18
a31o_2,22
a31oi_1,84
a41oi_1,19
and2_1,50
and3_1,63
buf_4,113
dfxtp_1,64
ha_1,486
inv_1,143
mux2_2,92
mux2i_1,26
nand2_1,464
nand2b_1,86
nand3_1,130
nand4_1,55
nor2_1,561
nor2b_1,45
nor3_1,146
nor4_1,38
o211ai_1,42
o21a_1,108
o21ai_0,320
o21bai_1,48
o31a_1,23
o31ai_1,54
or2_2,42
or3_1,53
xnor2_1,246
xor2_1,122
## synth_stat cells, drive strengths merged (16+ instances only)
library cell | instances | area [µm²]
and3 | 64 | 405
nand3 | 133 | 688
nand2b | 86 | 538
o311ai | 16 | 165
nand4 | 58 | 390
o22ai | 16 | 100
o211ai | 42 | 315
xnor2 | 246 | 2150
nor2b | 45 | 282
a211oi | 60 | 473
a21o | 191 | 1430
a211o | 24 | 210
nor4 | 38 | 238
a311oi | 18 | 158
nor2 | 569 | 2140
nand2 | 467 | 1760
buf | 53 | 252
o21a | 108 | 811
or3 | 53 | 332
mux2i | 28 | 284
or2 | 43 | 269
o21ai | 330 | 1650
o41ai | 16 | 148
or4 | 17 | 135
and2 | 51 | 319
xor2 | 122 | 1070
a31o | 23 | 201
nor3 | 153 | 781
a31oi | 86 | 544
clkbuf | 108 | 405
mux2 | 96 | 1080
o31a | 23 | 201
dfxtp | 64 | 1280
o21bai | 48 | 360
ha | 486 | 6080
and4 | 16 | 140
inv | 148 | 556
a21oi | 448 | 2250
o31ai | 61 | 500
a41oi | 19 | 166
## critical path: cells and delay by family
kind            cells  cell delay, ps
compound gates    164           44970
fa+ha+maj          30           10190
buf+inv            21            5780
mux                 7            2580
simple gates       93           23140
