### design.v
`timescale 1ns / 1ps
module stringdetectorbb(
    input [3:0] string1,
    input string2,
    input clk,
	 output reg [19:0] secondstring=0,
    output reg [3:0] N=0 
    );
reg [3:0] checking=0;
reg [4:0] counter=0;
reg[4:0] cc=5'b10001;
reg[3:0] number;
reg [3:0] tedad=0;
always @(posedge clk) begin
  if (counter < 21) begin
	tedad=4'b0000;
      secondstring[19:0]={string2,secondstring[19:1]};
		counter=counter+1;
	end
	if (counter==21) begin
	N=4'b0000;
	    if (cc>0) begin
	         checking[3:0]={secondstring[cc+2],secondstring[cc+1],secondstring[cc],secondstring[cc-1]};
				if (checking==string1) begin 
				tedad=tedad+1;
				if (cc>4) begin
				cc=cc-5'b00100;
				end
				if (cc<=4) begin
				cc=5'b00000;
				end
				end
				if (checking!=string1) begin
				cc=cc-5'b00001;
				end
			end
		end
		if(cc==0) begin
		 N=tedad;
		 counter=5'b00000;
		 secondstring=20'b00000000000000000000;
		 cc=5'b10001;
		 checking=4'b0000;
	end		
end	
endmodule
### run.sh
#!/bin/bash
# OpenROAD 26Q1-2900-gdf79404cd8, Yosys 0.63+post, stock flow scripts
make -C /OpenROAD-flow-scripts/flow DESIGN_CONFIG=/design/flow/config.mk WORK_HOME=/design/flow/orfs finish
### config.mk
export PLATFORM = sky130hd
export DESIGN_NAME = stringdetectorbb
export DESIGN_NICKNAME = stringdetectorbb
export VERILOG_FILES = /design/flow/design.v
export SDC_FILE = /design/flow/constraint.sdc
export NUM_CORES = 4
export LEC_CHECK = 1
export CORE_UTILIZATION = 50
### constraint.sdc
current_design stringdetectorbb

set clk_period 9.5
set clk_io_pct 0.2

create_clock -name clk0 -period $clk_period [get_ports {clk}]

set non_clock_inputs [all_inputs -no_clocks]
set_input_delay [expr $clk_period * $clk_io_pct] -clock clk0 $non_clock_inputs
set_output_delay [expr $clk_period * $clk_io_pct] -clock clk0 [all_outputs]
==> results_slide.txt <==
Key Metrics from the Run

Final timing
  • Worst Max-Slew Pin Slew: 768 ps
  • Count of final max-slew check failures: 0
  • Setup TNS: 0 ps
  • Highest Clock Rate: 168 MHz
  • Cycle use final: 0.627
  • Tmin final: 5950 ps
  • Clock Skew: 5.80 ps
  • Final Hold Vio Count: 0
  • Normalized max-slew margin: 0.475
  • Unrepaired setup endpoints after global routing: no
  • Final number of setup-violating endpoints: 0

Critical path
  • Max incr delay on CP: 560 ps
  • Buf/Inv on CP: 1
  • Reg2reg start: cc[1]
  • Crit. End Element: register
  • Worst-path fanout max: 31
  • Worst Path Arrival: 5980 ps
  • Worst Setup Start Kind: input pin
  • Setup Crit Path Kind: in -> reg
  • Req. time, crit path: 9530 ps
  • Slowest-stage cell, CP: clkdlybuf4s50_1
  • Crit-path cells: clkdlybuf4s50_1, nor4_1, a2111oi_1, a221oi_1, a211o_1, o21a_1, a211oi_4, nand3_4, o21ai_0, ha_1, nand2_1, or3_1, a32o_1, o311a_1, and4bb_4, or2_1
  • R2R Setup Slk: 3700 ps
  • RR Endpoint: N[3]
  • FF-to-FF path depth: 18
  • Crit-path leading delay family: AND-OR/OR-AND gates

Drt
  • Antenna cell count: 0
  • Via density: 6.62
  • Drt total wl: 9940 um
  • DRC viols: 0
  • Via count: 3429
  • Pre-antenna DRT Iters: 5
  • Avg WL per Cell: 19.2 um
  • Final ANT Viol Nets: 0
  • First DRT Iteration DRCs: 323

Global route
  • Vias in the first global route: 2935
  • First-pass GRT wire length: 15300 um
  • Largest net degree at the start of global routing: 32
  • Initial antenna violation count: 0
  • All-layer global routing usage: 0.308
  • GRT overflow: 0

Status
  • Status: finished clean

Floorplan
  • Floorplan Utilization: 0.532
  • Rows: 28
  • Die W: 82.5 um
  • Chip Footprint: 0.00681 mm^2
  • Core area: 0.00610 mm^2
  • DIE HEIGHT: 82.5 um
  • I/O pins: 30

Synthesis
  • Cell Type Count: 81
  • Yosys reg bits: 38
  • Yosys stat cell total: 435
  • Post-synthesis async set-or-reset flop share: 0
  • Register share after synthesis: 0.247
  • Yosys synthesis chip area: 0.00324 mm^2
  • Synthesis Warnings: 1
  • Synthesized area: 0.00324 mm^2
  • Synth Flop Type: dfxtp_1
  • Syn avg cell area: 7.45 um^2
  • Flip-flops with a built-in enable: 4
  • Mapped Cells: 435

Hold path
  • Hold WC Path Type: reg -> reg
  • WHS Path Cells: 2
  • Hold path startpoint: tedad[3]
  • Hold worst-path end: tedad[3]

Clock network
  • Clk slew on worst S/H paths: 70 ps
  • CTS buffer count: 5
  • Post-CTS Setup Inserts: 0
  • Clock latency (worst-skew pair): 290 ps
  • Clk buf depth: 2
  • Resize count post-CTS: 0
  • Hold-fix buffers, CTS: 0
  • Root Buffer: clkbuf_8
  • H-tree level count: 2
  • CTS tree: built
  • Clock Sink Count: 38

Layout
  • Layout area overhead: 9.96%
  • Share of layout cells above drive strength 1: 0.0767
  • Cell Count, Final, Fillers Out: 518

Placed design
  • Routability congestion estimate: 0.982
  • DP HPWL: 7060 um
  • PortBufs: 29
  • Number of placed cells counting well taps: 510

Power
  • Leakage: 1.33 nW
  • Pwr per Cell Area: 80.0 mW/mm^2
  • Peak supply drop: 0.000130 V

Flow run
  • Tool warnings: 29
  • Max Cap Violations: 0
-- power breakdown --
group / internal (mW) / leakage [nW] / switching (mW)
clock network: 0.0508 / 0.0450 / 0.0541
logic: 0.00695 / 0.982 / 0.0104
registers: 0.162 / 0.303 / 0.000740
total: 0.220 / 1.33 / 0.0653
-- worst min-delay path, cell delays in order, from the launching register on --
cell	delay [ps]
dfxtp_1	330
xnor2_1	80
nor2_1	70
-- kinds of logic after synthesis --
group,count (synthesis),synth area share
AOI/OAI and AO/OA,147,0.325
muxes,4,0.0131
buffers and inverters,46,0.0687
DFF,38,0.247
and+or+nand+nor,186,0.297
adders and majority gates,7,0.0270
xor gates and xnor gates,7,0.0212
-- metrics by stage --
| step | util | power [mW] | cell area, um^2 | hold WS [ps] | setup slack [ps] |
|---|---|---|---|---|---|
| 2_1_floorplan | - | 0.178 | 3240 | 442 | 4190 |
| 3_3_place_gp | 0.571 | 0.183 | 3480 | 491 | 3410 |
| 3_5_place_dp | 0.571 | 0.183 | 3480 | 502 | 3300 |
| 4_1_cts | 0.585 | 0.288 | 3560 | 523 | 3610 |
| 5_1_grt | 0.585 | 0.295 | 3560 | 540 | 3300 |
| 6_report | 0.585 | 0.285 | 3560 | 519 | 3550 |
-- synth_stat cells, types with 5 or more instances --
cell type,instances,area [um^2]
nor3_1,11,55.1
o22ai_1,8,50.1
nor2_1,26,97.6
inv_1,10,37.5
o22a_1,5,43.8
a211oi_1,5,37.5
and2_1,9,56.3
o21ai_0,22,110
or3_1,9,56.3
clkbuf_1,16,60.1
dfxtp_1,34,681
nand4_1,7,43.8
buf_2,10,50.1
ha_1,7,87.6
nand2_1,66,248
a21oi_1,37,185
nand2b_1,9,56.3
o211ai_1,7,52.6
nand3_1,16,80.1
-- cells in the final DEF (no fill, tap or decap), types with 5 or more instances in the layout --
cell type,Yosys,final
a211oi_1,5,5
a21oi_1,37,37
and2_1,9,9
clkbuf_8,0,5
clkdlybuf4s50_1,0,29
dfxtp_1,34,34
ha_1,7,7
inv_1,10,10
nand2_1,66,66
nand2b_1,9,9
nand3_1,16,16
nand4_1,7,7
nor2_1,26,26
nor3_1,11,11
o211ai_1,7,7
o21ai_0,22,22
o22a_1,5,5
o22ai_1,8,8
or3_1,9,9
-- per-layer routing --
layer	global-route usage	vias to the layer above	share of wire
met5	0	-	0
met4	0.0603	0	0.014
met3	0.0401	16	0.071
met2	0.457	163	0.44
met1	0.490	1608	0.48
li1	-	1642	-
-- area by class of cell --
cell class	instances	area [um^2]
clock inverter	2	10.0
inverter	13	48.8
timing repair buffer	33	320
clock buffer	6	72.6
tap	75	93.8
sequential	38	801
fill	577	2530
multi-input combinational	351	2220
-- state kept, by name, summed over array words and instances (netlist names) --
| signal | count |
|---|---|
| counter | 5 |
| N | 4 |
| secondstring | 20 |
| tedad | 4 |
| cc | 5 |
-- how the worst max path moves through the flow --
stage,to,cells past startpoint,startpoint
CTS,N[3],16,string2
finish,N[3],16,string2
global route,N[3],16,string2
Power is estimated from default activity; no workload was simulated.
