==> flow/design.v <==
`timescale 1ns / 1ps
module stringdetectora(
    input [3:0] string1,
    input string2,
    input clk,
	 output reg [19:0] secondstring=0,
    output reg [3:0] N=0 
    );
reg [3:0] checking;
reg [4:0] counter=0;
reg[4:0] cc=17;
reg[3:0] number;
reg [3:0] tedad=0;
always @(posedge clk) begin
  if (counter < 21) begin
      tedad=4'b0000;
      secondstring[19:0]={string2,secondstring[19:1]};
		counter=counter+1;
	end
	if(counter==20) begin
	N=4'b0000;
	end
	if (counter==21) begin
	    if (cc>0) begin
	         checking[3:0]={secondstring[cc+2],secondstring[cc+1],secondstring[cc],secondstring[cc-1]};
				if (checking==string1) tedad=tedad+1;
				cc=cc-5'b00001;
			end
		end
	if (cc==0) begin
	    N=tedad;
		 counter=5'b00000;
		 secondstring=20'b00000000000000000000;
		 cc=17;
	end		
end    
endmodule
==> flow/run.sh <==
#!/bin/bash
# OpenROAD 26Q1-2900-gdf79404cd8, Yosys 0.63+post, stock flow scripts
make -C /OpenROAD-flow-scripts/flow DESIGN_CONFIG=/design/flow/config.mk WORK_HOME=/design/flow/orfs finish
==> flow/config.mk <==
export PLATFORM = sky130hd
export DESIGN_NAME = stringdetectora
export DESIGN_NICKNAME = stringdetectora
export VERILOG_FILES = /design/flow/design.v
export SDC_FILE = /design/flow/constraint.sdc
export NUM_CORES = 4
export LEC_CHECK = 1
export CORE_UTILIZATION = 40
==> flow/constraint.sdc <==
current_design stringdetectora

set clk_period 8.8
set clk_io_pct 0.2

create_clock -name clk0 -period $clk_period [get_ports {clk}]

set non_clock_inputs [all_inputs -no_clocks]
set_input_delay [expr $clk_period * $clk_io_pct] -clock clk0 $non_clock_inputs
set_output_delay [expr $clk_period * $clk_io_pct] -clock clk0 [all_outputs]
==> notes.md <==
run results: distinct lib cells=62, Avg WL per Cell=18.8 µm, Max-cap violations=0, RSZ-0062 raised after global routing=no, Via-to-Cell Ratio=6.33, Async SR Flop Fraction=0%, Top cells by area=dfxtp_1 25%, a21oi_1 8.0%, nand2_1 7.9%, Root Driver=clkbuf_8, Synth Area in Adders=1.37%, MUX area fraction=2.92%, CP startpoint kind=input port, WHS=0.478 ns, initial antenna violation count=0, Die Area=7200 µm², cycle use final=45.1%, Tmin final=3.97 ns, Comb gate area=1780 µm², clock-pin transition on the worst setup and hold timing paths=0.08 ns, Fillers=631, register area share after synthesis=29.2%, floorplan utilization=42.2%, Slew @ Worst Pin=0.861 ns, syn_area_per_cell=7.60 µm², Worst Setup SP=string2, crit path max fanout=6, Synth Cell Area=2740 µm², simple share=23.0%, Chip Area, Yosys=2740 µm², first-pass GRT wire length=14000 µm, top cells by count, synth=58 x nand2_1, 44 x a21oi_1, 34 x dfxtp_1, 21 x nor2_1, reg-to-reg startpoint=cc[0], final wirelength=8500 µm, cts bufs inserted=5, Placer Congestion=0.943, DRC=0, Synth warnings=1, tool warnings=25, count leader, synth=nand2_1, min-delay worst type=flop to flop, max-slew violations=0, Final HPWL DP=5570 µm, CP Capture Type=flop, site row count=29, die y size=84.8 µm, grt ovf=0, Hold Crit Start=tedad[3], Slew HR=42.4%, hold-fix buffers at CTS=0, VDD IR max=0.0844 mV, Crit path required time=8.95 ns, All-Layer GR Usage=24.7%, Seq cells post-synth=38, TritonCTS clock tree=done, CTS H-tree lvls=2, drt first-iter violations=207, final hold violations=0, postcts setup bufs=0, Fmax=252 MHz, sequential standard cell area=801 µm², cells after synthesis=361, placed cell area=3030 µm², comb area leader=AND-OR/OR-AND gates, post-route ant nets=0, status=finished clean, XOR/XNOR Area Share=4.47%, layout cell share with drive strength beyond 1=6.93%, pin count of the biggest net entering global routing=30, Top cell area share=24.8%, fin area=3170 µm², cells in synth_stat.txt=361, cell taking the most area after synthesis=dfxtp_1, IO Count=30, core area=6490 µm², Pleak=0.00118 µW, number of enable flip-flop cells=4, die x size=84.8 µm, prevailing post-synth register cell=dfxtp_1, PostCTS Resize Cnt=0, Setup violations, final=0, Setup Skew=0.00723 ns, PwrDens=116 nW/µm², clk latency late pin=0.30 ns, routed via count=2859, Pre-antenna DRT Iters=19, deepest clock path buffer count=2, vias in the first global route=2669, Port Buffers=29, Clock Sinks=38, Setup TNS=0 ns, Power, Total=369 µW, ao+oa area frac=32.9%, critical path type=input port to flop, area delta synth->final=15.6%, CP Data Arrival Time=4.12 ns, Antenna diodes=0
[state kept, by name (all words and copies together) (netlist names)]
name / cells
N: 4
cc: 5
secondstring: 20
counter: 5
tedad: 4
[kinds of logic (layout without fill, tap and decap cells)]
| logic type | Yosys count | in the layout |
|---|---|---|
| AND-OR/OR-AND | 128 | 128 |
| buffers and inverters | 36 | 50 |
| AND/OR/NAND/NOR | 134 | 134 |
| adder cells (fa/ha/maj) | 3 | 3 |
| XOR/XNOR | 14 | 14 |
| multiplexers | 8 | 8 |
| flip-flops | 38 | 38 |
[where the power goes]
group	total, µW	switching [µW]	leakage (µW)	internal (µW)
clock	187	66.1	0.0000714	121
combinational	5.99	2.03	0.000803	3.96
sequential	176	0.871	0.000302	175
total	369	69.0	0.00118	300
[cell type report]
| type | count | area share (%) |
|---|---|---|
| multi-input cells | 287 | 56.2 |
| repair buffers | 32 | 9.86 |
| flip-flops and latches | 38 | 25.2 |
| clock buffers | 6 | 2.60 |
| clock inverters | 2 | 1.89 |
| inverters | 10 | 1.18 |
| well taps | 77 | 3.04 |
[worst paths after layout]
kind              cells after the start        to  slack, ns
hold reg to reg                       2  tedad[3]       0.48
setup reg to reg                     10      N[0]       4.95
hold / removal                        2  tedad[3]       0.48
setup / recovery                      9      N[0]       4.83
[metrics by stage]
step / worst slack [ns] / util [%] / cells
after floorplan: 5.24 / - / 361
after global placement: 4.63 / 46.6 / 444
after detailed placement: 4.57 / 46.6 / 444
after CTS: 4.86 / 48.8 / 452
after global routing: 4.71 / 48.8 / 452
final: 4.83 / 48.8 / 452
[cells in the final DEF, fill, tap and decap left out, types with 6 or more instances in the layout]
master            n
o22a_1           14
inv_1             9
a31oi_1           7
clkbuf_8          6
clkdlybuf4s50_1  29
or3_1            13
a21oi_1          44
xnor2_1          11
nand2_1          58
nand3_1          16
dfxtp_1          34
mux2i_1           8
nor2_1           21
o21ai_0          12
[worst max-delay path, cell delays in order]
cell and delay (ns):
clkdlybuf4s50_1 0.40, mux2i_1 0.36, mux2i_1 0.17, a311o_1 0.39, o41ai_2 0.07, xnor2_1 0.10, or3_4 0.38, or3_1 0.34
a21oi_1 0.15
[layer usage]
layer / vias up / wire length, µm / track usage [%]
met5: - / 0 / 0
met4: 0 / 122 / 4.16
met3: 15 / 586 / 3.16
met2: 119 / 3720 / 36.7
met1: 1364 / 4070 / 39.9
li1: 1361 / - / -
No activity file was given, so power comes from the tool's default toggle rates.
